### flow/config.mk
export PLATFORM = sky130hd
export DESIGN_NAME = enigma_part2
export DESIGN_NICKNAME = enigma_part2
export VERILOG_FILES = /design/flow/design.v
export SDC_FILE = /design/flow/constraint.sdc
export NUM_CORES = 4
export LEC_CHECK = 1
export CORE_UTILIZATION = 50
### flow/constraint.sdc
current_design enigma_part2

set clk_period 143.3
set clk_io_pct 0.2

create_clock -name clk0 -period $clk_period [get_ports {clk}]

set non_clock_inputs [all_inputs -no_clocks]
set_input_delay [expr $clk_period * $clk_io_pct] -clock clk0 $non_clock_inputs
set_output_delay [expr $clk_period * $clk_io_pct] -clock clk0 [all_outputs]
### flow/design.v
module enigma_part2(clk, srst_n, load, encrypt, crypt_mode, table_idx, code_in, code_out, code_valid);
input clk;                
input srst_n;             
input load;               
input encrypt;            
input crypt_mode;         
input [2-1:0] table_idx;  
input [6-1:0] code_in;		 
output reg [6-1:0] code_out;    
output reg code_valid;          
parameter IDLE = 2'b00, LOAD = 2'b01, READY = 2'b10;
integer i, j, k;
reg [1:0] state, n_state;
reg [6-1:0] index, n_index;
reg [6-1:0] rotorA_table[0:64-1];
reg [6-1:0] n_rotorA_table[0:64-1];
reg [6-1:0] rotorB_table[0:64-1];
reg [6-1:0] n_rotorB_table[0:64-1];
reg [6-1:0] t_rotorB_table[0:64-1];
reg [6-1:0] reflector_table[0:64-1];
reg [6-1:0] rotA_o;
reg [6-1:0] rotB_o;
reg [6-1:0] ref_o;
reg [6-1:0] rotB_b;
reg [2-1:0] rotA_mode;
reg [3-1:0] rotB_mode;
reg [6-1:0] n_code_out;
reg n_code_valid;
always @*  begin
	case(state)
		IDLE: n_state = LOAD;
		LOAD: begin
			if (load)  n_state = LOAD;
			else      n_state = READY;
		end
		READY: n_state = READY;
		default: n_state = LOAD;
	endcase
	for (i=0; i<64; i=i+1) reflector_table[i] = 63-i;
end
always @* begin
	for (k=63; k>=0; k=k-1) begin
    n_rotorA_table[k] = rotorA_table[k];
    n_rotorB_table[k] = rotorB_table[k];
  end
  n_index = index;
	n_code_out = code_out;
	n_code_valid = code_valid;
	if(state == LOAD) begin
		if(index < 63) n_index = index + 1;
		else n_index = 0;
		case(table_idx)
			2'b01:begin
				if(load) n_rotorA_table[index] = code_in;
        n_rotorB_table[index] = rotorB_table[index];
				n_code_out = 0;
				n_code_valid = 0;
			end
      2'b10:begin
				if(load) n_rotorB_table[index] = code_in;
        n_rotorA_table[index] = rotorA_table[index];
				n_code_out = 0;
				n_code_valid = 0;
			end
			default:begin
				n_rotorA_table[index] = rotorA_table[index];
        n_rotorB_table[index] = rotorB_table[index];
				n_code_out = 0;
				n_code_valid = 0;
			end
		endcase
	end
	else if(state == READY) begin
		n_index = 0;
		if(encrypt) begin
      rotA_o = rotorA_table[code_in]; 
      rotB_o = rotorB_table[rotA_o];  
      ref_o = reflector_table[rotB_o];
      rotB_b = 0;
      for (j=0; j<64; j=j+1)
			  if(rotorB_table[j] == ref_o) rotB_b = j;
      for (j=0; j<64; j=j+1)
        if(rotorA_table[j] == rotB_b) n_code_out = j;
			n_code_valid = 1;
      if(!crypt_mode) begin
        rotA_mode = rotA_o%4;
        rotB_mode = rotB_o%8;
      end
      else begin
        rotA_mode = rotB_b%4;
        rotB_mode = ref_o%8;
      end
			case (rotA_mode)
				2'b01:begin
					n_rotorA_table[0] = rotorA_table[63];
					for (k=62; k>=0; k=k-1) n_rotorA_table[k+1] = rotorA_table[k];
				end
				2'b10:begin
					n_rotorA_table[0] = rotorA_table[62];
					n_rotorA_table[1] = rotorA_table[63];
					for (k=61; k>=0; k=k-1) n_rotorA_table[k+2] = rotorA_table[k];
				end
				2'b11:begin
					n_rotorA_table[0] = rotorA_table[61];
					n_rotorA_table[1] = rotorA_table[62];
					n_rotorA_table[2] = rotorA_table[63];
					for (k=60; k>=0; k=k-1) n_rotorA_table[k+3] = rotorA_table[k];
				end
				default:begin
					for (k=63; k>=0; k=k-1) n_rotorA_table[k] = rotorA_table[k];
				end
			endcase
      case(rotB_mode)
        3'd0 : begin
          for(j=0; j<8; j=j+1) begin
            t_rotorB_table[0+(8*j)] = rotorB_table[0+(8*j)];
            t_rotorB_table[1+(8*j)] = rotorB_table[1+(8*j)];
            t_rotorB_table[2+(8*j)] = rotorB_table[2+(8*j)];
            t_rotorB_table[3+(8*j)] = rotorB_table[3+(8*j)];
            t_rotorB_table[4+(8*j)] = rotorB_table[4+(8*j)];
            t_rotorB_table[5+(8*j)] = rotorB_table[5+(8*j)];
            t_rotorB_table[6+(8*j)] = rotorB_table[6+(8*j)];
            t_rotorB_table[7+(8*j)] = rotorB_table[7+(8*j)];
          end
        end
        3'd1 : begin
          for(j=0; j<8; j=j+1) begin
            t_rotorB_table[0+(8*j)] = rotorB_table[1+(8*j)];
            t_rotorB_table[1+(8*j)] = rotorB_table[0+(8*j)];
            t_rotorB_table[2+(8*j)] = rotorB_table[3+(8*j)];
            t_rotorB_table[3+(8*j)] = rotorB_table[2+(8*j)];
            t_rotorB_table[4+(8*j)] = rotorB_table[5+(8*j)];
            t_rotorB_table[5+(8*j)] = rotorB_table[4+(8*j)];
            t_rotorB_table[6+(8*j)] = rotorB_table[7+(8*j)];
            t_rotorB_table[7+(8*j)] = rotorB_table[6+(8*j)];
          end
        end
        3'd2 : begin
          for(j=0; j<8; j=j+1) begin
            t_rotorB_table[0+(8*j)] = rotorB_table[2+(8*j)];   
            t_rotorB_table[1+(8*j)] = rotorB_table[3+(8*j)];
            t_rotorB_table[2+(8*j)] = rotorB_table[0+(8*j)];
            t_rotorB_table[3+(8*j)] = rotorB_table[1+(8*j)];
            t_rotorB_table[4+(8*j)] = rotorB_table[6+(8*j)];
            t_rotorB_table[5+(8*j)] = rotorB_table[7+(8*j)];
            t_rotorB_table[6+(8*j)] = rotorB_table[4+(8*j)];
            t_rotorB_table[7+(8*j)] = rotorB_table[5+(8*j)];
          end
        end
        3'd3 : begin
          for(j=0; j<8; j=j+1) begin
            t_rotorB_table[0+(8*j)] = rotorB_table[0+(8*j)];    
            t_rotorB_table[1+(8*j)] = rotorB_table[4+(8*j)];
            t_rotorB_table[2+(8*j)] = rotorB_table[5+(8*j)];
            t_rotorB_table[3+(8*j)] = rotorB_table[6+(8*j)];
            t_rotorB_table[4+(8*j)] = rotorB_table[1+(8*j)];
            t_rotorB_table[5+(8*j)] = rotorB_table[2+(8*j)];
            t_rotorB_table[6+(8*j)] = rotorB_table[3+(8*j)];
            t_rotorB_table[7+(8*j)] = rotorB_table[7+(8*j)];
          end
        end
        3'd4 : begin
          for(j=0; j<8; j=j+1) begin
            t_rotorB_table[0+(8*j)] = rotorB_table[4+(8*j)];    
            t_rotorB_table[1+(8*j)] = rotorB_table[5+(8*j)];
            t_rotorB_table[2+(8*j)] = rotorB_table[6+(8*j)];
            t_rotorB_table[3+(8*j)] = rotorB_table[7+(8*j)];
            t_rotorB_table[4+(8*j)] = rotorB_table[0+(8*j)];
            t_rotorB_table[5+(8*j)] = rotorB_table[1+(8*j)];
            t_rotorB_table[6+(8*j)] = rotorB_table[2+(8*j)];
            t_rotorB_table[7+(8*j)] = rotorB_table[3+(8*j)];
          end
        end
        3'd5 : begin
          for(j=0; j<8; j=j+1) begin
            t_rotorB_table[0+(8*j)] = rotorB_table[5+(8*j)];    
            t_rotorB_table[1+(8*j)] = rotorB_table[6+(8*j)];
            t_rotorB_table[2+(8*j)] = rotorB_table[7+(8*j)];
            t_rotorB_table[3+(8*j)] = rotorB_table[3+(8*j)];
            t_rotorB_table[4+(8*j)] = rotorB_table[4+(8*j)];
            t_rotorB_table[5+(8*j)] = rotorB_table[0+(8*j)];
            t_rotorB_table[6+(8*j)] = rotorB_table[1+(8*j)];
            t_rotorB_table[7+(8*j)] = rotorB_table[2+(8*j)];
          end
        end
        3'd6 : begin
          for(j=0; j<8; j=j+1) begin
            t_rotorB_table[0+(8*j)] = rotorB_table[6+(8*j)];    
            t_rotorB_table[1+(8*j)] = rotorB_table[7+(8*j)];
            t_rotorB_table[2+(8*j)] = rotorB_table[3+(8*j)];
            t_rotorB_table[3+(8*j)] = rotorB_table[2+(8*j)];
            t_rotorB_table[4+(8*j)] = rotorB_table[5+(8*j)];
            t_rotorB_table[5+(8*j)] = rotorB_table[4+(8*j)];
            t_rotorB_table[6+(8*j)] = rotorB_table[0+(8*j)];
            t_rotorB_table[7+(8*j)] = rotorB_table[1+(8*j)];
          end
        end
        3'd7 : begin
          for(j=0; j<8; j=j+1) begin
            t_rotorB_table[0+(8*j)] = rotorB_table[7+(8*j)];    
            t_rotorB_table[1+(8*j)] = rotorB_table[6+(8*j)];
            t_rotorB_table[2+(8*j)] = rotorB_table[5+(8*j)];
            t_rotorB_table[3+(8*j)] = rotorB_table[4+(8*j)];
            t_rotorB_table[4+(8*j)] = rotorB_table[3+(8*j)];
            t_rotorB_table[5+(8*j)] = rotorB_table[2+(8*j)];
            t_rotorB_table[6+(8*j)] = rotorB_table[1+(8*j)];
            t_rotorB_table[7+(8*j)] = rotorB_table[0+(8*j)];
          end
        end
        default : begin
          for(j=0; j<8; j=j+1) begin
            t_rotorB_table[0+(8*j)] = rotorB_table[0+(8*j)];    
            t_rotorB_table[1+(8*j)] = rotorB_table[1+(8*j)];
            t_rotorB_table[2+(8*j)] = rotorB_table[2+(8*j)];
            t_rotorB_table[3+(8*j)] = rotorB_table[3+(8*j)];
            t_rotorB_table[4+(8*j)] = rotorB_table[4+(8*j)];
            t_rotorB_table[5+(8*j)] = rotorB_table[5+(8*j)];
            t_rotorB_table[6+(8*j)] = rotorB_table[6+(8*j)];
            t_rotorB_table[7+(8*j)] = rotorB_table[7+(8*j)];
          end
        end
      endcase
      n_rotorB_table[0]  = t_rotorB_table[20];
      n_rotorB_table[1]  = t_rotorB_table[50];
      n_rotorB_table[2]  = t_rotorB_table[8];
      n_rotorB_table[3]  = t_rotorB_table[36];
      n_rotorB_table[4]  = t_rotorB_table[48];
      n_rotorB_table[5]  = t_rotorB_table[26];
      n_rotorB_table[6]  = t_rotorB_table[55];
      n_rotorB_table[7]  = t_rotorB_table[13];
      n_rotorB_table[8]  = t_rotorB_table[44];
      n_rotorB_table[9]  = t_rotorB_table[43];
      n_rotorB_table[10] = t_rotorB_table[10];
      n_rotorB_table[11] = t_rotorB_table[52];
      n_rotorB_table[12] = t_rotorB_table[54];
      n_rotorB_table[13] = t_rotorB_table[25];
      n_rotorB_table[14] = t_rotorB_table[41];
      n_rotorB_table[15] = t_rotorB_table[0];
      n_rotorB_table[16] = t_rotorB_table[63];
      n_rotorB_table[17] = t_rotorB_table[16];
      n_rotorB_table[18] = t_rotorB_table[34];
      n_rotorB_table[19] = t_rotorB_table[6];
      n_rotorB_table[20] = t_rotorB_table[61];
      n_rotorB_table[21] = t_rotorB_table[30];
      n_rotorB_table[22] = t_rotorB_table[7];
      n_rotorB_table[23] = t_rotorB_table[5];
      n_rotorB_table[24] = t_rotorB_table[47];
      n_rotorB_table[25] = t_rotorB_table[17];
      n_rotorB_table[26] = t_rotorB_table[11];
      n_rotorB_table[27] = t_rotorB_table[38];
      n_rotorB_table[28] = t_rotorB_table[12];
      n_rotorB_table[29] = t_rotorB_table[27];
      n_rotorB_table[30] = t_rotorB_table[3];
      n_rotorB_table[31] = t_rotorB_table[9];
      n_rotorB_table[32] = t_rotorB_table[35];
      n_rotorB_table[33] = t_rotorB_table[14];
      n_rotorB_table[34] = t_rotorB_table[40];
      n_rotorB_table[35] = t_rotorB_table[56];
      n_rotorB_table[36] = t_rotorB_table[32];
      n_rotorB_table[37] = t_rotorB_table[57];
      n_rotorB_table[38] = t_rotorB_table[49];
      n_rotorB_table[39] = t_rotorB_table[21];
      n_rotorB_table[40] = t_rotorB_table[19];
      n_rotorB_table[41] = t_rotorB_table[45];
      n_rotorB_table[42] = t_rotorB_table[18];
      n_rotorB_table[43] = t_rotorB_table[60];
      n_rotorB_table[44] = t_rotorB_table[15];
      n_rotorB_table[45] = t_rotorB_table[22];
      n_rotorB_table[46] = t_rotorB_table[53];
      n_rotorB_table[47] = t_rotorB_table[4];
      n_rotorB_table[48] = t_rotorB_table[1];
      n_rotorB_table[49] = t_rotorB_table[46];
      n_rotorB_table[50] = t_rotorB_table[2];
      n_rotorB_table[51] = t_rotorB_table[62];
      n_rotorB_table[52] = t_rotorB_table[28];
      n_rotorB_table[53] = t_rotorB_table[31];
      n_rotorB_table[54] = t_rotorB_table[23];
      n_rotorB_table[55] = t_rotorB_table[58];
      n_rotorB_table[56] = t_rotorB_table[29];
      n_rotorB_table[57] = t_rotorB_table[33];
      n_rotorB_table[58] = t_rotorB_table[51];
      n_rotorB_table[59] = t_rotorB_table[42];
      n_rotorB_table[60] = t_rotorB_table[24];
      n_rotorB_table[61] = t_rotorB_table[39];
      n_rotorB_table[62] = t_rotorB_table[37];
      n_rotorB_table[63] = t_rotorB_table[59];
		end
	end
	else begin
		for (k=63; k>=0; k=k-1) begin
      n_rotorA_table[k] = 0;
      n_rotorB_table[k] = 0;
    end
    n_index = 0;
		n_code_out = 0;
		n_code_valid = 0;
	end
end
always @(posedge clk) begin
	if (~srst_n) begin
		state <= IDLE;
		index <= 0;
		code_out <= 0;
		code_valid <= 0;
		for(i=0;i<64;i=i+1) begin
      rotorA_table[i] <= 0;
      rotorB_table[i] <= 0;
    end
	end
	else begin
		state <= n_state;
		index <= n_index;
		code_out <= n_code_out;
		code_valid <= n_code_valid;
		for(i=0;i<64;i=i+1) begin
      rotorA_table[i] <= n_rotorA_table[i];
      rotorB_table[i] <= n_rotorB_table[i];
    end
  end
end
endmodule
### flow/run.sh
#!/bin/bash
# OpenROAD 26Q1-2900-gdf79404cd8, Yosys 0.63+post, stock flow scripts
make -C /OpenROAD-flow-scripts/flow DESIGN_CONFIG=/design/flow/config.mk WORK_HOME=/design/flow/orfs finish
==> flow_summary.yaml <==
# flow metrics
cts:
  clock_sinks: 784
  htree_levels: 3
  post_cts_buffers: 0
  clock-root-buffer: "clkbuf_16"
  cts.repair.resized: 0
  cts.path.max_buffers: 3
  cts_buffers: 93
  postCtsHoldBufs: 0
logic_synthesis:
  flop_cell: "dfxtp_1"
  async_flop_share_pct: 0
  synth_warnings: 7
  mux_share_pct: 0.9237
  top_area_cell: "dfxtp_1"
  syn_area_mm2: 0.08046
  synthTopCellsByArea: "dfxtp_1 20%, clkbuf_1 7.7%, o21ai_0 7.5%"
  ys_ff: 784
  adder_share_pct: 0.06220
  aoi_share_pct: 39.42
  postSynthSeqShare_pct: 19.51
  synth_top_area_share_pct: 19.51
  edf_count: 0
  synthDistinctLibCells: 119
  synth_cells: 12195
  synthTopCellsByCount: "1643 x clkbuf_1, 1605 x nand2_1, 1210 x o21ai_0"
  most_common_cell: "clkbuf_1"
  yosysChipArea_mm2: 0.08046
  syn_avg_cell_area_um2: 6.598
  ys_cells: 12195
  synthSimpleGateAreaFrac_pct: 23.55
  ys_sh_xor_pct: 6.582
  logic_family: "AND-OR/OR-AND gates"
global_route:
  grt_use_total_pct: 90.87
  grt_overflow: 938
  grt_max_degree: 162
  grt_pass1_wl_mm: 1042
  grt_pass1_vias: 123399
floorplanning:
  num_rows: 146
  pin_count: 20
  initCoreUtil_pct: 50.57
  die_y_um: 403.2
  chipWidth_um: 403.2
placement:
  dp_slack_ns: 100.72
  io_buffers: 19
  gp_congestion: 1.434
  dpl.hpwl_mm: 474.9
  dp_cells: 13390
  placed_area_mm2: 0.08356
outcome:
  stop_stage: "global routing (5_1_grt)"
  status: "aborted with a tool error"
  tool.error: "[ERROR GRT-0116] Global routing finished with congestion. Check the congestion regions in the DRC Viewer."
## logic make-up after synthesis
family                     Yosys count
AOI/OAI and AO/OA                 4742
and+or+nand+nor                   3986
buffers and inverters             2005
DFF                                784
xor gates and xnor gates           603
muxes                               71
adders and majority gates            4
## per-stage QoR
step / util [%] / power [mW]
after floorplan: - / 0.9044
after global placement: 52.50 / 1.310
after detailed placement: 52.52 / 1.317
after CTS: 54.52 / 1.573
## routing by layer
| layer | GRT overflow | global-route usage, % |
|---|---|---|
| met5 | 42 | 76.75 |
| met2 | 225 | 95.38 |
| met1 | 182 | 94.01 |
| met3 | 265 | 88.52 |
| met4 | 224 | 80.25 |
Power is estimated from default activity; no workload was simulated.
