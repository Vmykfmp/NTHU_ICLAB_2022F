### flow/design.v
module fsm(
    input clk,
    input srst_n,
    output reg [1:0] state,
    output reg valid_ctl
);
localparam IDLE = 2'd0, LOAD_P = 2'd1, LOAD_S = 2'd2, LOAD_D = 2'd3;
reg [1:0] n_state;
reg n_valid_ctl;
always@* begin
    case(state)
        IDLE: n_state = LOAD_P;
        LOAD_P: n_state = LOAD_S;
        LOAD_S: n_state = LOAD_D;
        LOAD_D: n_state = LOAD_P;
        default: n_state = IDLE;
    endcase
    n_valid_ctl = (state == LOAD_D)? 1 : 0;
end
always@(posedge clk) begin
    if(~srst_n) begin
        state <= IDLE;
        valid_ctl <= 0;
    end
    else begin
        state <= n_state;
        valid_ctl <= n_valid_ctl;
    end
end
endmodule
module rop3_smart
#(
    parameter N = 8
)
(
    input clk,
	  input srst_n,
    input [N-1:0] Bitmap,
    input [7:0] Mode,
    output reg [N-1:0] Result,
	output reg valid
);
localparam IDLE = 2'd0, LOAD_P = 2'd1, LOAD_S = 2'd2, LOAD_D = 2'd3;
integer i;
wire [1:0] state;
wire valid_ctl;
reg [7:0] M;
reg [N-1:0] P, S, D;
reg [N-1:0] nx_P, nx_S, nx_D;
reg [N-1:0] nx_Result;
reg [7:0] temp1, temp2;
always@*
  case(state)
    IDLE: begin
      nx_P = P;
      nx_S = S;
      nx_D = D;
    end
    LOAD_P: begin
      nx_P = Bitmap;
      nx_S = S;
      nx_D = D;
    end
    LOAD_S: begin
      nx_P = P;
      nx_S = Bitmap;
      nx_D = D;
    end
    LOAD_D: begin
      nx_P = P;
      nx_S = S;
      nx_D = Bitmap;
    end
    default: begin
      nx_P = P;
      nx_S = S;
      nx_D = Bitmap;
    end
  endcase
always@*
  for(i = 0; i < N; i = i + 1) begin
    temp1 = 8'h1 << {P[i], S[i], D[i]};
    temp2 = temp1 & M;
    nx_Result[i] = | temp2;
  end
always@(posedge clk)
  begin
    if(state === IDLE) begin
      P <= nx_P;
      S <= nx_S;
      D <= nx_D;
      M <= 8'b0;
    end
    else begin
      P <= nx_P;
      S <= nx_S;
      D <= nx_D;
      M <= Mode;
    end
  end
always@(posedge clk)
  begin
    Result <= nx_Result;
    valid <= valid_ctl;
  end
  fsm fsm_U0(
  	.clk(clk),
  	.srst_n(srst_n),
  	.state(state),
  	.valid_ctl(valid_ctl)
  );
endmodule
### flow/run.sh
#!/bin/bash
# OpenROAD 26Q1-2900-gdf79404cd8, Yosys 0.63+post, stock flow scripts
make -C /OpenROAD-flow-scripts/flow DESIGN_CONFIG=/design/flow/config.mk WORK_HOME=/design/flow/orfs finish
### flow/config.mk
export PLATFORM = sky130hd
export DESIGN_NAME = rop3_smart
export DESIGN_NICKNAME = rop3_smart
export VERILOG_FILES = /design/flow/design.v
export SDC_FILE = /design/flow/constraint.sdc
export NUM_CORES = 4
export LEC_CHECK = 1
export CORE_UTILIZATION = 30
### flow/constraint.sdc
current_design rop3_smart

set clk_period 1.6
set clk_io_pct 0.2

create_clock -name clk0 -period $clk_period [get_ports {clk}]

set non_clock_inputs [all_inputs -no_clocks]
set_input_delay [expr $clk_period * $clk_io_pct] -clock clk0 $non_clock_inputs
set_output_delay [expr $clk_period * $clk_io_pct] -clock clk0 [all_outputs]
==> flow_metrics.tcl <==
# yosys + openroad results
set metrics [dict create \
    cpMaxStageDelayCell "sky130_fd_sc_hd__clkdlybuf4s50_1" \
    maxSlewViolCount 0 \
    viasPerCell 4.68 \
    hold_path.class "reg -> reg" \
    rsz0062_at_grt "no" \
    final_design_area_no_fill_um2 2230 \
    finClkSkew_ns 0.00868 \
    ff2ff_path_depth 2 \
    clock_latency_ns 0.30 \
    required_ns 1.28 \
    path_cells "clkdlybuf4s50_1" \
    critical_path.reg2reg.startpoint "S[4]" \
    ys.flops 46 \
    grt_start_max_net_pins 16 \
    io_pins 27 \
    cts.repair.resized 0 \
    status "completed" \
    floorplan.core_area_um2 5610 \
    global_route.usage.met1_pct 16.8 \
    post_synth.cell_area_avg_um2 20.1 \
    clock-sinks 46 \
    drc 0 \
    synth-seq-area-share_pct 65.6 \
    worst_tran_pin_value_ns 0.337 \
    dp_hpwl_um 1890 \
    chip_area_um2 6210 \
    clock_path_buffers 2 \
    detailedRoute.firstIterationViolations 32 \
    drtAntennaViolNets 0 \
    synth-area-yosys_um2 1770 \
    synth.lib_cells_used.distinct 10 \
    crit_path_max_fanout 1 \
    maxClockFrequency_mhz 716 \
    cp_capture_type "output pin" \
    fin_util_pct 39.7 \
    startpoint_type "flop" \
    count_of_warning_messages_emitted_by_the_tools 25 \
    mappedNetlistArea_um2 1770 \
    min_period_ns 1.40 \
    via_count 917 \
    timing.critical_path.depth 1 \
    area_after_detailed_placement_um2 2140 \
    max_cap_violations 0 \
    total_cells_reported_by_yosys_after_synthesis 88 \
    antenna_found_initial 0 \
    portBuffers 26 \
    route.final.wire_length_um 2920 \
    gate_count_of_the_mapped_netlist 88 \
    min-delay-start "fsm_U0.valid_ctl" \
    ir_drop_v 0.000449 \
    p_per_area_nw_per_um2 1020 \
    critPathTopFamily "buffers and inverters" \
    globalRoute.busiestLayer "met1" \
    gpl.final_weighted_congestion 0.741 \
    met2_layer_usage_reported_by_global_route_pct 14.5 \
    r2r_end "Result[4]" \
    p_clk_share_pct 30.1 \
    holdPathEnd "valid" \
    combinationalPowerShare_pct 9.3 \
    synthToLayoutAreaGrowth_pct 25.9 \
    post-cts-setup-buffer-count 0 \
    global_route.usage.met3_pct 3.73 \
    synth_warnings 2 \
    dr.pass1.iters 4 \
    p_int_uw 1790 \
    critical_path_arrival_ns 1.08 \
    total_cts_buffers 5 \
    grt_pass1_vias 874 \
    timing.final.setup_violations 0 \
    fp_util_pct 31.6 \
    die_width_um 78.8 \
    timing.setup.tns_ns 0 \
    wl_per_cell_um 14.9 \
    worst_setup_hold_path_clk_slew_ns 0.09 \
    globalRouteOverflowTotal 0 \
    layout_worst_path_cycle_share_pct 87.3 \
    final_count_of_hold_timing_violations 0 \
    global_route_wire_length_before_repair_um 4530 \
    grt_util_all_layers_pct 10.4 \
    min_path_cells 0 \
    cts_root_buf "sky130_fd_sc_hd__clkbuf_8" \
    critPathKind "reg -> out" \
    cts_tree "done" \
    ctsHtreeMaxLevel 2 \
    r2r_setup_slack_ns 0.27 \
    power.share.sequential_pct 60.6 \
    drive_above_1_share_pct 15.3 \
    die_height_um 78.8 \
    rows 27 \
    antenna_cells_inserted 0 \
    net_switching_share_of_the_total_power_pct 21.3 \
    power_leakage_uw 0.000851 \
    timing.max_slew.rel_slack_pct 77.5 \
    cts_hold_buf 0 \
    critical-path-max-stage-delay_ns 0.45 \
    p_sw_uw 485 \
    critical_path.n_buffers_inverters 1 \
]
## sequential cells by signal (all words and copies together), names as in the netlist
register,count
fsm_U0.valid_ctl,1
fsm_U0.state,4
D,8
M,8
S,8
P,8
Result,8
valid,1
## worst max path at each step
| stage | from | to | slack, ns |
|---|---|---|---|
| 4_1_cts | Result[2] | Result[2] | 0.18 |
| 5_1_grt | Result[2] | Result[2] | 0.16 |
| 6_report | Result[4] | Result[4] | 0.20 |
## layout by cell type (no fill, tap or decap)
cell                              instances
sky130_fd_sc_hd__and2_1                   3
sky130_fd_sc_hd__buf_4                    3
sky130_fd_sc_hd__clkbuf_8                 5
sky130_fd_sc_hd__clkdlybuf4s50_1         26
sky130_fd_sc_hd__clkinv_2                 1
sky130_fd_sc_hd__clkinv_4                 1
sky130_fd_sc_hd__dfxtp_1                 22
sky130_fd_sc_hd__edfxtp_1                24
sky130_fd_sc_hd__inv_1                    1
sky130_fd_sc_hd__inv_4                    1
sky130_fd_sc_hd__mux2_2                   8
sky130_fd_sc_hd__mux4_1                  16
sky130_fd_sc_hd__nor2_1                   2
sky130_fd_sc_hd__nor2b_1                  8
sky130_fd_sc_hd__nor3_1                   3
## kinds of logic after synthesis
kind of cell	count (synthesis)	synth area share, %
flops	46	65.6
mux	24	28.8
simple gates	16	5.16
buf+inv	2	0.424
## per-layer routing
layer | share of wire [%] | routed length [um]
met5 | 0 | 0
met4 | 1.0 | 30
met3 | 7.7 | 224
met2 | 44 | 1290
met1 | 47 | 1380
## stage by stage
stage / power [uW] / hold WS (ns) / setup WS (ns) / instances
2_1_floorplan: 1490 / 0.310 / 0.0622 / 88
3_3_place_gp: 1620 / 0.311 / 0.296 / 188
3_5_place_dp: 1620 / 0.312 / 0.288 / 188
4_1_cts: 2310 / 0.333 / 0.178 / 196
5_1_grt: 2380 / 0.339 / 0.156 / 196
6_report: 2280 / 0.331 / 0.203 / 196
## area by class of cell
| cell class | instances | area (um2) |
|---|---|---|
| Tap cell | 72 | 90.1 |
| Timing Repair Buffer | 29 | 283 |
| Clock buffer | 5 | 68.8 |
| Clock inverter | 3 | 20.0 |
| Sequential cell | 46 | 1160 |
| Inverter | 1 | 3.75 |
| Fill cell | 528 | 3380 |
| Multi-Input combinational cell | 40 | 602 |
## synthesized netlist by cell type
| library cell | instances | share of area [%] |
|---|---|---|
| sky130_fd_sc_hd__nor2b_1 | 8 | 2.8 |
| sky130_fd_sc_hd__clkbuf_1 | 1 | 0.21 |
| sky130_fd_sc_hd__dfxtp_1 | 22 | 25 |
| sky130_fd_sc_hd__and2_1 | 3 | 1.1 |
| sky130_fd_sc_hd__inv_1 | 1 | 0.21 |
| sky130_fd_sc_hd__edfxtp_1 | 24 | 41 |
| sky130_fd_sc_hd__mux4_1 | 16 | 24 |
| sky130_fd_sc_hd__mux2_2 | 8 | 5.1 |
| sky130_fd_sc_hd__nor2_1 | 2 | 0.42 |
| sky130_fd_sc_hd__nor3_1 | 3 | 0.85 |
## power by group through the flow
stage	Clock [uW]	Combinational [uW]	Sequential [uW]
after CTS	710	216	1380
after global routing	757	229	1390
final	686	212	1380
Power is estimated from default activity; no workload was simulated.
