## flow/run.sh

```bash
#!/bin/bash
# OpenROAD 26Q1-2900-gdf79404cd8, Yosys 0.63+post, stock flow scripts
make -C /OpenROAD-flow-scripts/flow DESIGN_CONFIG=/design/flow/config.mk WORK_HOME=/design/flow/orfs finish
```

## flow/config.mk

```make
export PLATFORM = sky130hd
export DESIGN_NAME = enigma_part1
export DESIGN_NICKNAME = enigma_part1
export VERILOG_FILES = /design/flow/design.v
export SDC_FILE = /design/flow/constraint.sdc
export NUM_CORES = 4
export LEC_CHECK = 1
export CORE_UTILIZATION = 40
```

## flow/constraint.sdc

```tcl
current_design enigma_part1

set clk_period 77.5
set clk_io_pct 0.2

create_clock -name clk0 -period $clk_period [get_ports {clk}]

set non_clock_inputs [all_inputs -no_clocks]
set_input_delay [expr $clk_period * $clk_io_pct] -clock clk0 $non_clock_inputs
set_output_delay [expr $clk_period * $clk_io_pct] -clock clk0 [all_outputs]
```

## flow/design.v

```verilog
module enigma_part1(clk, srst_n, load, encrypt, crypt_mode, table_idx, code_in, code_out, code_valid);
input clk;                
input srst_n;             
input load;               
input encrypt;            
input crypt_mode;         
input [2-1:0] table_idx;  
input [6-1:0] code_in;		 
output reg [6-1:0] code_out;    
output reg code_valid;          
localparam IDLE = 2'b00, LOAD = 2'b01, READY = 2'b10;
integer i, j, k;
reg [1:0] state, n_state;
reg [6-1:0] index, n_index;
reg [6-1:0] rotorA_table[0:64-1];
reg [6-1:0] n_rotorA_table[0:64-1];
reg [6-1:0] reflector_table[0:64-1];
reg [6-1:0] rotA_o;
reg [6-1:0] ref_o;
reg [6-1:0] last_A;
reg [2-1:0] rotA_mode;
reg [6-1:0] n_code_out;
reg n_code_valid;
always @*  begin
	case(state)
		IDLE: n_state = LOAD;
		LOAD: begin
			if (load)  n_state = LOAD;
			else      n_state = READY;
		end
		READY: n_state = READY;
		default: n_state = LOAD;
	endcase
	for (i=0; i<64; i=i+1) reflector_table[i] = 63-i;
end
always @* begin
	for (k=63; k>=0; k=k-1) n_rotorA_table[k] = rotorA_table[k];
	n_index = index;
	n_code_out = code_out;
	n_code_valid = code_valid;
	if(state == LOAD) begin
		if(index < 63) n_index = index + 1;
		else n_index = 6'd0;
		case(table_idx)
			2'b01:begin
				if(load) n_rotorA_table[index] = code_in;
				n_code_out = 0;
				n_code_valid = 0;
			end
			default:begin
				n_rotorA_table[index] = rotorA_table[index];
				n_code_out = 0;
				n_code_valid = 0;
			end
		endcase
	end
	else if(state == READY) begin
		n_index = 0;
		if(encrypt) begin
			rotA_o = rotorA_table[code_in];
			ref_o = reflector_table[rotA_o];
			for (j=0; j<64; j=j+1)
				if(rotorA_table[j] == ref_o) n_code_out = j;	
			n_code_valid = 1;
			if(!crypt_mode) rotA_mode = rotA_o%4;
			else rotA_mode = ref_o%4;
			case (rotA_mode)
				2'b01:begin
					n_rotorA_table[0] = rotorA_table[63];
					for (k=62; k>=0; k=k-1) n_rotorA_table[k+1] = rotorA_table[k];
				end
				2'b10:begin
					n_rotorA_table[0] = rotorA_table[62];
					n_rotorA_table[1] = rotorA_table[63];
					for (k=61; k>=0; k=k-1) n_rotorA_table[k+2] = rotorA_table[k];
				end
				2'b11:begin
					n_rotorA_table[0] = rotorA_table[61];
					n_rotorA_table[1] = rotorA_table[62];
					n_rotorA_table[2] = rotorA_table[63];
					for (k=60; k>=0; k=k-1) n_rotorA_table[k+3] = rotorA_table[k];
				end
				default:begin
					for (k=63; k>=0; k=k-1) n_rotorA_table[k] = rotorA_table[k];
				end
			endcase
		end
	end
	else begin
		for (k=63; k>=0; k=k-1) n_rotorA_table[k] = 0;
		n_index = 0;
		n_code_out = 0;
		n_code_valid = 0;
	end
end
always @(posedge clk) begin
	if (~srst_n) begin
		state <= IDLE;
		index <= 0;
		code_out <= 0;
		code_valid <= 0;
		for(i=0;i<64;i=i+1) rotorA_table[i] <= 0;
	end
	else begin
		state <= n_state;
		index <= n_index;
		code_out <= n_code_out;
		code_valid <= n_code_valid;
		for(i=0;i<64;i=i+1) rotorA_table[i] <= n_rotorA_table[i];
	end
end
endmodule
```

==> node_exporter_impl.prom <==
# HELP chip_impl_metric Implementation results
# TYPE chip_impl_metric gauge
chip_impl_metric{name="synth.yosys.chip_area",unit="sq um"} 37330
chip_impl_metric{name="p_sw_share",unit="%"} 47.48
chip_impl_info{name="rsz0062_at_grt",value="false"} 1
chip_impl_metric{name="setup_viol_count_final",unit=""} 0
chip_impl_info{name="cts_root_buffer",value="clkbuf_16"} 1
chip_impl_info{name="cp_cell_sequence",value="clkdlybuf4s50_1, buf_4, nor2b_4, buf_4, buf_4, and3_1, or4_1, nor4_1, and4_2, buf_4, nor2_2, buf_4, buf_4, xor2_1, nand4_1, a221oi_1, o211ai_1, a311oi_1, o31a_1, o2111ai_1, o2bb2ai_1"} 1
chip_impl_metric{name="yosys_warnings",unit=""} 4
chip_impl_info{name="cts_tree",value="built"} 1
chip_impl_metric{name="final_antenna_net_count",unit=""} 0
chip_impl_metric{name="drv.max_cap_violation_count",unit=""} 0
chip_impl_metric{name="floorplanUtilization",unit="%"} 40.54
chip_impl_metric{name="post_synth_num_cell_types",unit=""} 89
chip_impl_metric{name="data_arrival_time_of_the_critical_path",unit="ns"} 23.84
chip_impl_metric{name="regToRegSetupSlack",unit="ns"} 70.61
chip_impl_metric{name="grt_antenna_before_repair",unit=""} 65
chip_impl_metric{name="drt-total-wl",unit="um"} 306800
chip_impl_metric{name="avgRoutedWirePerCell",unit="um"} 43.73
chip_impl_metric{name="drt_drc_violations_left",unit=""} 0
chip_impl_info{name="status",value="finished with violations"} 1
chip_impl_metric{name="max_clock_freq",unit="MHz"} 42.89
chip_impl_metric{name="clkTransAtPathRegs",unit="ns"} 0.06
chip_impl_metric{name="postCtsHoldBufs",unit=""} 0
chip_impl_metric{name="sequentialPowerShare",unit="%"} 33.4
chip_impl_metric{name="first_pass_iters",unit=""} 16
chip_impl_metric{name="power_density",unit="nW/um^2"} 20.69
chip_impl_info{name="critical_path.slowest_cell",value="nor2b_4"} 1
chip_impl_metric{name="share_of_the_cycle_needed_by_the_critical_path_after_routing",unit="%"} 30.08
chip_impl_metric{name="htree_num_levels",unit=""} 2
chip_impl_metric{name="clock_sinks",unit=""} 400
chip_impl_metric{name="gp_congestion",unit=""} 1.241
chip_impl_metric{name="pin_count_of_the_biggest_net_entering_global_routing",unit=""} 192
chip_impl_metric{name="critPathMaxFanout",unit=""} 36
chip_impl_info{name="critPathTopFamily",value="buffers and inverters"} 1
chip_impl_metric{name="internal_power",unit="W"} 0.0004427
chip_impl_metric{name="floorplan.io_pins",unit=""} 20
chip_impl_metric{name="cts_made_buffers",unit=""} 44
chip_impl_metric{name="pwr-share-comb",unit="%"} 41.2
chip_impl_metric{name="syn_area_per_cell",unit="sq um"} 6.197
chip_impl_metric{name="first_iter_violations",unit=""} 10077
chip_impl_metric{name="share_clk_of_total_power",unit="%"} 25.4
chip_impl_metric{name="enable_flop_cells",unit=""} 0
chip_impl_metric{name="latest_clock_arrival_within_the_worst_skew_pair",unit="ns"} 0.65
chip_impl_metric{name="die_area",unit="sq um"} 94550
chip_impl_metric{name="post_synthesis_register_bit_count",unit=""} 400
chip_impl_metric{name="die_y",unit="um"} 307.5
chip_impl_metric{name="placedCellCount",unit=""} 6887
chip_impl_metric{name="async_flop_share",unit="%"} 0
chip_impl_metric{name="post_cts_resized",unit=""} 0
chip_impl_metric{name="tns",unit="ns"} 0
chip_impl_metric{name="via_count",unit=""} 53008
chip_impl_metric{name="post-cts-setup-buffers",unit=""} 0
chip_impl_info{name="crit_path_start_kind",value="input pin"} 1
chip_impl_metric{name="rows",unit=""} 111
chip_impl_metric{name="instances_no_fill",unit=""} 7015
chip_impl_info{name="min_path_type",value="reg2reg"} 1
chip_impl_metric{name="top_cell_area_share",unit="%"} 21.45
chip_impl_metric{name="postSynthSeqShare",unit="%"} 21.45
chip_impl_metric{name="warning_count",unit=""} 38
chip_impl_metric{name="clock_tree.buffer_depth",unit=""} 3
chip_impl_metric{name="total_routing_usage_gr",unit="%"} 64.26
chip_impl_metric{name="worst-path-stages",unit=""} 21
chip_impl_metric{name="grt-ovfl-total",unit=""} 0
chip_impl_info{name="ff_type",value="dfxtp_1"} 1
chip_impl_metric{name="finalMaxSlewViolations",unit=""} 1
chip_impl_metric{name="post_layout_minimum_cycle_time",unit="ns"} 23.31
chip_impl_info{name="synth.cells.most_frequent",value="a21oi_1 (915), nand2_1 (846), clkbuf_1 (682)"} 1
chip_impl_metric{name="layout.core_utilization",unit="%"} 44.24
chip_impl_metric{name="area_added_between_synthesis_and_finish",unit="%"} 9.131
chip_impl_metric{name="critical-path-max-stage-delay",unit="ns"} 0.69
chip_impl_metric{name="postSynthCellCount",unit=""} 6024
chip_impl_metric{name="finish.instance_area",unit="sq um"} 40740
chip_impl_metric{name="drive_above_1_share",unit="%"} 10.54
chip_impl_metric{name="vias_per_cell",unit=""} 7.556
chip_impl_info{name="failed_checks",value="max-slew violations"} 1
chip_impl_metric{name="global_route_wire_length_before_repair",unit="um"} 402500
chip_impl_metric{name="design.core.area",unit="sq um"} 92080
chip_impl_metric{name="fin_worst_skew",unit="ns"} 0.02449
chip_impl_metric{name="yosys_cells",unit=""} 6024
chip_impl_metric{name="report.final.hold_viol_count",unit=""} 0
chip_impl_metric{name="hpwl",unit="um"} 226000
chip_impl_metric{name="die-width",unit="um"} 307.5
chip_impl_metric{name="dpl-instance-area",unit="sq um"} 39190
chip_impl_metric{name="ir_worst_vdd",unit="mV"} 0.03906
chip_impl_metric{name="timing.critical_path.required",unit="ns"} 78.02
chip_impl_metric{name="worst_slew_margin_rel",unit="%"} -0.5899
chip_impl_info{name="largest_area_cell",value="dfxtp_1"} 1
chip_impl_metric{name="timing_worst_slew_pin_value",unit="ns"} 1.509
chip_impl_metric{name="first_global_vias",unit=""} 45085
chip_impl_metric{name="synthesis.area",unit="sq um"} 37330
chip_impl_metric{name="filler_cell_count",unit=""} 8969
chip_impl_metric{name="port_buffers",unit=""} 19
chip_impl_metric{name="worst_hold_path.num_cells",unit=""} 2
chip_impl_info{name="worst_setup_path_end_kind",value="flop"} 1
chip_impl_info{name="timing_worst_setup_path_type",value="in2reg"} 1
chip_impl_info{name="post_synth_main_area_contributors",value="dfxtp_1 (21%), a21oi_1 (12%), nand2_1 (8.5%)"} 1
chip_impl_metric{name="p_sw",unit="W"} 0.0004003
chip_impl_info{name="netlist.top_cell.by_instances",value="a21oi_1"} 1
chip_impl_metric{name="power.static_leakage",unit="nW"} 13.97
chip_impl_metric{name="critical_path_buf_inv_count",unit=""} 7
chip_impl_info{name="cpMostUsedCell",value="buf_4"} 1
chip_impl_metric{name="timing.reg2reg.worst_path_depth",unit=""} 15
worst reg2reg max path: stages (launching register included):
cell and delay [ns]:
dfxtp_1 0.29, buf_4 0.20, nand3_1 0.82, nand4_1 0.31
nor4_1 0.55, and4_2 0.87, buf_4 0.54, or3_1 0.23
a22oi_1 0.09, and4_1 0.26, a221oi_1 0.41, o211ai_1 0.45
a311oi_1 0.66, o31a_1 0.69, o2111ai_1 0.23, o2bb2ai_1 0.18
power groups by stage:
stage / Clock (W) / Combinational (W) / Sequential, W
final: 0.000214 / 0.000347 / 0.000282
after global routing: 0.000219 / 0.000358 / 0.000277
after CTS: 0.000211 / 0.000323 / 0.000275
placed cells by master, fill, tap and decap left out, types with 9 or more instances in the layout:
cell type / count
clkbuf_8: 13
nor3_1: 41
nand3_1: 358
diode_2: 49
or2_2: 14
or3_1: 106
buf_4: 411
a31oi_1: 390
inv_1: 18
clkbuf_16: 44
nand2_1: 846
and3_1: 87
nand4_2: 9
a22o_1: 37
or4_1: 10
nor2_1: 527
clkdlybuf4s50_1: 18
nor2_2: 27
xnor2_1: 202
a221oi_1: 39
nand2b_1: 17
nand4_1: 181
xor2_1: 48
a22oi_1: 128
a211oi_1: 32
nor4_1: 48
dfxtp_1: 399
a2111oi_0: 9
nor3b_1: 13
o21ai_0: 502
and4_1: 13
a21oi_1: 914
through the flow:
stage                      power, W  hold slack [ns]  setup WS, ns
final                     0.0008430           0.4517         54.19
after global routing      0.0008548           0.4734         54.46
after CTS                 0.0008091           0.4478         54.78
after detailed placement  0.0005996           0.4306         54.11
after global placement    0.0005935           0.4184         54.01
after floorplan           0.0004689           0.4130         58.15
registers in the layout, indices dropped and copies added (netlist names):
name and count:
code_out 6, state 3, code_valid 1, index 6
rotorA_table 384
layout make-up:
type | instances | area (sq um) | area share [%]
Antenna cell | 49 | 122.6 | 0.3010
Clock buffer | 64 | 1296 | 3.182
Clock inverter | 14 | 112.6 | 0.2764
Inverter | 19 | 71.32 | 0.1751
Multi-Input combinational cell | 4793 | 26240 | 64.41
Sequential cell | 400 | 8009 | 19.66
Tap cell | 1243 | 1555 | 3.818
Timing Repair Buffer | 433 | 3331 | 8.176
metal layers:
metal  global-route usage (%)  wire [um]  vias to the layer above
li1                         -          -                    20975
met1                    75.15     107000                    24713
met2                    81.10     111400                     5488
met3                    40.01      52990                     1770
met4                    52.75      34290                       62
met5                    7.339       1102                        -
cells by family after synthesis:
group | share of synthesized area, %
AOI/OAI and AO/OA | 32.51
xor gates and xnor gates | 5.936
and+or+nand+nor | 30.37
buffers and inverters | 9.268
DFF | 21.45
muxes | 0.3352
adders and majority gates | 0.1341
path summary, 6_finish.rpt:
path,start,to
worst max-delay path,code_in[0],code_out[0]
worst min-delay path,state[0],state[2]
worst max register to register,rotorA_table[62][0],code_out[0]
worst min register to register,state[0],state[2]
Power and IR drop assume default switching activity.
