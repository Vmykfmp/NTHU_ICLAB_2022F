==> flow/design.v <==
module fsm(
    input clk,
    input srst_n,
    output reg [1:0] state,
    output reg valid_ctl
);
localparam IDLE = 2'd0, LOAD_P = 2'd1, LOAD_S = 2'd2, LOAD_D = 2'd3;
reg [1:0] n_state;
reg n_valid_ctl;
always@* begin
    case(state)
        IDLE: n_state = LOAD_P;
        LOAD_P: n_state = LOAD_S;
        LOAD_S: n_state = LOAD_D;
        LOAD_D: n_state = LOAD_P;
        default: n_state = IDLE;
    endcase
    n_valid_ctl = (state == LOAD_D)? 1 : 0;
end
always@(posedge clk) begin
    if(~srst_n) begin
        state <= IDLE;
        valid_ctl <= 0;
    end
    else begin
        state <= n_state;
        valid_ctl <= n_valid_ctl;
    end
end
endmodule
module rop3_lut16
#(
  	parameter N = 8
)
(
	input clk,
	input srst_n,
	input [N-1:0] Bitmap,
	input [7:0] Mode,
	output reg [N-1:0] Result,
	output reg valid
);
localparam IDLE = 2'd0, LOAD_P = 2'd1, LOAD_S = 2'd2, LOAD_D = 2'd3;
wire [1:0] state;
wire valid_ctl;
reg [7:0] M;
reg [N-1:0] P, S, D;
reg [N-1:0] nx_P, nx_S, nx_D;
reg [N-1:0] nx_Result;
always@*
  case(state)
    IDLE: begin
      nx_P = P;
      nx_S = S;
      nx_D = D;
    end
    LOAD_P: begin
      nx_P = Bitmap;
      nx_S = S;
      nx_D = D;
    end
    LOAD_S: begin
      nx_P = P;
      nx_S = Bitmap;
      nx_D = D;
    end
    LOAD_D: begin
      nx_P = P;
      nx_S = S;
      nx_D = Bitmap;
    end
    default: begin
      nx_P = P;
      nx_S = S;
      nx_D = Bitmap;
    end
  endcase
always@*
  case(M)
    8'h00 : nx_Result = 0;
    8'h11 : nx_Result = ~(D | S);
    8'h33 : nx_Result = ~S;
    8'h44 : nx_Result = S & (~D);
    8'h55 : nx_Result = ~D;
    8'h5A : nx_Result = D ^ P;
    8'h66 : nx_Result = D ^ S;
    8'h88 : nx_Result = D & S;
    8'hBB : nx_Result = D | (~S);
    8'hC0 : nx_Result = P & S;
    8'hCC : nx_Result = S;
    8'hEE : nx_Result = D | S;
    8'hF0 : nx_Result = P;
    8'hFB : nx_Result = D | P | (~S);
    8'hFF : nx_Result = ~0;
    default : nx_Result = 0;
  endcase
always@(posedge clk)
  begin
    if(state === IDLE) begin
      P <= nx_P;
      S <= nx_S;
      D <= nx_D;
      M <= 8'b0;
    end
    else begin
      P <= nx_P;
      S <= nx_S;
      D <= nx_D;
      M <= Mode;
    end
  end
always@(posedge clk)
  begin
    Result <= nx_Result;
    valid <= valid_ctl;
  end
fsm fsm_U0(
	.clk(clk),
	.srst_n(srst_n),
	.state(state),
	.valid_ctl(valid_ctl)
);
endmodule
==> flow/run.sh <==
#!/bin/bash
# OpenROAD 26Q1-2900-gdf79404cd8, Yosys 0.63+post, stock flow scripts
make -C /OpenROAD-flow-scripts/flow DESIGN_CONFIG=/design/flow/config.mk WORK_HOME=/design/flow/orfs finish
==> flow/config.mk <==
export PLATFORM = sky130hd
export DESIGN_NAME = rop3_lut16
export DESIGN_NICKNAME = rop3_lut16
export VERILOG_FILES = /design/flow/design.v
export SDC_FILE = /design/flow/constraint.sdc
export NUM_CORES = 4
export LEC_CHECK = 1
export CORE_UTILIZATION = 50
==> flow/constraint.sdc <==
current_design rop3_lut16

set clk_period 2.4
set clk_io_pct 0.2

create_clock -name clk0 -period $clk_period [get_ports {clk}]

set non_clock_inputs [all_inputs -no_clocks]
set_input_delay [expr $clk_period * $clk_io_pct] -clock clk0 $non_clock_inputs
set_output_delay [expr $clk_period * $clk_io_pct] -clock clk0 [all_outputs]
==> results.txt <==
fresh numbers from the pnr run: status completed, Seq pwr share 54.8%, max-cap violation count 0, Clock power frac 33.6%, FP Core Util 52.36%, Chip Width 75.37 um, CORE AREA 5140 um^2, DRT Pass-1 Iters 5, area grow syn2layout 15.71%, worst-path cell chain or4_4 -> or4_1 -> a21o_1 -> a311oi_1 -> o211ai_1, antenna cells 0, Synth Flop Type edfxtp_1, post-synthesis register bit count 46, initial antenna violation count 0, Log Warnings 26, CP Depth 5, # hold bufs at CTS 0, IO Port Bufs 26, Max Clk Rate 466.2 MHz, chip footprint 5680 um^2, P_sw 421.7 uW, Initial DRC Count between 200 and 300, RSZ-0062 raised after global routing false, Final Hold Fails 0, R2R Setup Slk 0.26 ns, Setup crit start kind flop, slowest stage delay, CP around 0.65 ns, post_cts resized 0, fin area 3114 um^2, IO Pins 27, Routed WL roughly 6400 um, Vias 2326, PnR worst setup slack 0.2552 ns, skew final 0.008056 ns, final worst path period share 89.37%, Async SR Flop Fraction 0%, number of global-route vias before repair 2091, final setup vio count 0, largest net degree at the start of global routing 19, # Cells Yosys 291, Num CTS Buffers 5, CP Data Required Time between 2 and 3 ns, Setup TNS 0 ns, placer congestion estimate between 0.9 and 1, Commonest Layout Cell nand2_1, routed length per instance 16.93 um, dpl cells 372, Sink Count 46, Cell Int Power 1287 uW, FF-to-FF Start M[5], Setup CP Type flop to flop, LEAKAGE roughly 0.0011 uW, Hold WC Path Type flop to flop, num rows 26, flip-flops with a built-in enable 24, Mapped Area approximately 2700 um^2, Chip Area, Yosys 2691 um^2, Worst Tran Pin Value approximately 0.7 ns, Slew Viols, Final 0, WHS 0.3324 ns, Logic cell area roughly 1400 um^2, GRT overflow 0, worst skew pair latency ~0.29 ns, DRT antenna net count 0, most numerous logic cells after layout nand2_1, clkdlybuf4s50_1, edfxtp_1, dfxtp_1, o21ai_0, Non-Filler Instances 380, RR Endpoint Result[6], CTS tree done, Netlist cell types 55, Max VDD drop 0.0003668 V, fin crit period 2.145 ns, Hold Crit Endpoint valid, Via density 6.121, critical path peak fanout 12, Avg Cell Area, Syn 9.249 um^2, YS warnings 2, Place WS 0.2820 ns, sequential cell area 1161 um^2, Syn Inst Count 291, CTS clk-pin slew, worst paths 0.09 ns, overall routing resource usage 26.07%, Worst slew margin 52.69%, pwr dens 548.7 nW/um^2, DP Wirelength 4665 um, setup bufs post-CTS 0, Synth Seq Share 43.14%, root buf cell clkbuf_8, htree depth 2, family with the most delay on the worst path simple AND/OR/NAND/NOR gates, worst path bufs/invs 0, hold path depth 0, Crit path arrival time 2.32 ns, slowest CP cell or4_4, clk buf depth 2, Cell Area, Placed 3004 um^2, endpoint class of the critical path flop, height of the chip 75.37 um, power share of the combinational group 11.7%, first-pass GRT wire length around 11000 um, Sw Ratio 24.68%, DRC Markers 0, filler cell count in the final layout roughly 460, layout cells sized above 1 7.742%, cells on worst reg2reg path 5, min-delay src fsm_U0.valid_ctl
==> metrics by stage <==
step	utilization [%]	total power, uW
after floorplan	-	1062
after global placement	58.45	1152
after detailed placement	58.45	1148
after CTS	60.59	1716
after global routing	60.59	1793
final	60.59	1709
==> cell usage after synthesis, types with 2 or more instances <==
cell type | count | area share, %
o21a_1 | 3 | 0.84
o2111ai_1 | 5 | 1.6
nand3_1 | 15 | 2.8
edfxtp_1 | 24 | 27
nor4bb_1 | 5 | 1.9
mux2_2 | 2 | 0.84
o211a_1 | 2 | 0.74
and4_1 | 2 | 0.65
a31oi_1 | 3 | 0.70
a21o_1 | 4 | 1.1
nor3_1 | 10 | 1.9
xnor2_1 | 3 | 0.98
nor4_1 | 2 | 0.46
and2_1 | 7 | 1.6
and3_1 | 8 | 1.9
buf_2 | 7 | 1.3
nor2b_1 | 10 | 2.3
xor2_1 | 4 | 1.3
a21oi_1 | 12 | 2.2
buf_1 | 5 | 0.70
nand3b_1 | 3 | 0.84
a21boi_0 | 4 | 1.1
clkbuf_1 | 13 | 1.8
buf_6 | 2 | 0.84
or3_1 | 2 | 0.46
a211oi_1 | 2 | 0.56
a211o_1 | 3 | 0.98
nor4b_1 | 2 | 0.65
o32a_1 | 2 | 0.74
nor2_1 | 7 | 0.98
inv_1 | 7 | 0.98
o41ai_1 | 5 | 1.6
mux2i_1 | 7 | 2.6
nand2_1 | 28 | 3.9
nand4_1 | 4 | 0.93
o211ai_1 | 4 | 1.1
o21ai_0 | 17 | 3.2
or4_1 | 4 | 1.1
a221oi_1 | 5 | 1.6
dfxtp_1 | 22 | 16
==> worst max-delay path by stage <==
stage | startpoint | endpoint | slack [ns]
CTS | M[4] | Result[6] | 0.26
finish | M[5] | Result[6] | 0.26
global route | M[5] | Result[6] | 0.09
==> cells by family after synthesis <==
family / share of synthesized area, %
AND-OR/OR-AND: 21.39
XOR/XNOR: 2.278
buffers and inverters: 5.625
flip-flops: 43.14
multiplexers: 3.440
AND/OR/NAND/NOR: 24.13
==> layer usage <==
layer  up-vias  track usage [%]  wire length, um
met5         -                0                0
met4         0            5.144              121
met3        11            6.434              482
met2       115            34.72             2653
met1      1064            45.57             3177
li1       1136                -                -
==> state kept, by name, indices dropped and copies added, names as in the netlist <==
register / count
fsm_U0.state: 4
Result: 8
valid: 1
M: 8
P: 8
D: 8
fsm_U0.valid_ctl: 1
S: 8
==> cell type report <==
cell class	instances	share of cell area, %
Timing Repair Buffer	38	11.25
Sequential cell	46	37.28
Multi-Input combinational cell	211	44.27
Tap cell	70	2.812
Clock inverter	2	1.205
Inverter	7	0.8437
Clock buffer	6	2.330
==> power groups by stage <==
stage,combinational (uW),sequential [uW],clock [uW]
final,199,936,574
after global routing,220,945,629
after CTS,198,933,585
Power figures rest on the tool's default switching activity, not on a simulated workload.
