File: run.sh
#!/bin/bash
# OpenROAD 26Q1-2900-gdf79404cd8, Yosys 0.63+post, stock flow scripts
make -C /OpenROAD-flow-scripts/flow DESIGN_CONFIG=/design/flow/config.mk WORK_HOME=/design/flow/orfs finish
File: config.mk
export PLATFORM = sky130hd
export DESIGN_NAME = rop3_lut256
export DESIGN_NICKNAME = rop3_lut256
export VERILOG_FILES = /design/flow/design.v
export SDC_FILE = /design/flow/constraint.sdc
export NUM_CORES = 4
export LEC_CHECK = 1
export CORE_UTILIZATION = 50
File: constraint.sdc
current_design rop3_lut256

set clk_period 1.9
set clk_io_pct 0.2

create_clock -name clk0 -period $clk_period [get_ports {clk}]

set non_clock_inputs [all_inputs -no_clocks]
set_input_delay [expr $clk_period * $clk_io_pct] -clock clk0 $non_clock_inputs
set_output_delay [expr $clk_period * $clk_io_pct] -clock clk0 [all_outputs]
File: design.v
module fsm(
    input clk,
    input srst_n,
    output reg [1:0] state,
    output reg valid_ctl
);
localparam IDLE = 2'd0, LOAD_P = 2'd1, LOAD_S = 2'd2, LOAD_D = 2'd3;
reg [1:0] n_state;
reg n_valid_ctl;
always@* begin
    case(state)
        IDLE: n_state = LOAD_P;
        LOAD_P: n_state = LOAD_S;
        LOAD_S: n_state = LOAD_D;
        LOAD_D: n_state = LOAD_P;
        default: n_state = IDLE;
    endcase
    n_valid_ctl = (state == LOAD_D)? 1 : 0;
end
always@(posedge clk) begin
    if(~srst_n) begin
        state <= IDLE;
        valid_ctl <= 0;
    end
    else begin
        state <= n_state;
        valid_ctl <= n_valid_ctl;
    end
end
endmodule
module rop3_lut256
#(
	parameter N = 8
)
(
  input clk,
	input srst_n,
  input [N-1:0] Bitmap,
  input [7:0] Mode,
  output reg [N-1:0] Result,
	output reg valid
);
localparam IDLE = 2'd0, LOAD_P = 2'd1, LOAD_S = 2'd2, LOAD_D = 2'd3;
wire [1:0] state;
wire valid_ctl;
reg [7:0] M;
reg [N-1:0] P, S, D;
reg [N-1:0] nx_P, nx_S, nx_D;
reg [N-1:0] nx_Result;
reg [N-1:0] temp1, temp2, temp3, temp4, temp5, temp6, temp7;
always@*
  case(state)
    IDLE: begin
      nx_P = P;
      nx_S = S;
      nx_D = D;
    end
    LOAD_P: begin
      nx_P = Bitmap;
      nx_S = S;
      nx_D = D;
    end
    LOAD_S: begin
      nx_P = P;
      nx_S = Bitmap;
      nx_D = D;
    end
    LOAD_D: begin
      nx_P = P;
      nx_S = S;
      nx_D = Bitmap;
    end
    default: begin
      nx_P = P;
      nx_S = S;
      nx_D = Bitmap;
    end
  endcase
always@* begin
	temp1 = (M[0])?(~((D|(P|S)))):0;
	temp2 = temp1 | ((M[1])?(D&(~(P|S))):0);
	temp3 = temp2 | ((M[2])?(S&(~(D|P))):0);
	temp4 = temp3 | ((M[3])?(S&(D&(~P))):0);
	temp5 = temp4 | ((M[4])?(P&(~(D|S))):0);
	temp6 = temp5 | ((M[5])?(D&(P&(~S))):0);
	temp7 = temp6 | ((M[6])?(P&(S&(~D))):0);
	nx_Result = temp7 | ((M[7])?(D&(P&S)):0);
end
always@(posedge clk)
  begin
    if(state === IDLE) begin
      P <= nx_P;
      S <= nx_S;
      D <= nx_D;
      M <= 8'b0;
    end
    else begin
      P <= nx_P;
      S <= nx_S;
      D <= nx_D;
      M <= Mode;
    end
  end
always@(posedge clk)
  begin
    Result <= nx_Result;
    valid <= valid_ctl;
  end
fsm fsm_U0(
	.clk(clk),
	.srst_n(srst_n),
	.state(state),
	.valid_ctl(valid_ctl)
);
endmodule
==> metrics.csv <==
metric,value,unit
ir_drop,0.580,mV
setup_tns,0,ps
die_w,61.5,um
drt_pass1_iterations,4,
port_buffers,26,
whs,340,ps
cts_tree,built,
cp_max_fo,1,
async_flop_share,0,
ctsRootBufferMaster,clkbuf_4,
clock.latency.late_pin,340,ps
max_stage_delay,450,ps
utilization,0.644,
top_area_cell,edfxtp_1,
antenna_left,0,
grt_pass1_vias,976,
edf_count,24,
period_used_share,0.793,
wirelength,2.80,mm
antenna_found_initial,0,
io_pins,27,
grt_max_degree,14,
ys_cells,88,
hold_viol_final,0,
avgViaCountPerCell,5.46,
relSlewSlack,0.765,
top_area_frac,0.407,
arrival,1130,ps
route.detailed.drc,0,
diodes,0,
ys_sh_xor,0,
critPathSlowestCell,clkdlybuf4s50_1,
path_cells,clkdlybuf4s50_1,
status,"complete, no violations",
layout-area-overhead-vs-synth,22.3,%
common_cells,"edfxtp_1, dfxtp_1, mux4_1",
die_area,3780,um2
crit_family,buffers and inverters,
cp.required,1520,ps
cts-hold-fix-buffers,0,
cap_violations,0,
drive_above_1_share,0.137,
syn_inst,88,
clkTransAtPathRegs,120,ps
stdcell_count,170,
gp_congestion,0.736,
wire_per_inst,16.5,um
synthTopLogicFamily,multiplexers,
yosys_most_used_dff,edfxtp_1,
cts_resized,0,
simple_gate_share,0.0516,
synthAoiAreaFrac,0,
reg2regPathDepth,2,
ff2ff_setup_slack,580,ps
setup_violations,0,
reg2reg_to,Result[2]$_DFF_P_,
grt_overflow,0,
crit_start,Result[0]$_DFF_P_,
h-tree-depth,2,
cts_buffers,5,
ys_ff,46,
syn_area_per_cell,20.1,um2
die_height,61.5,um
rows,21,
power_leakage,0.000836,uW
dpl.cell_count,162,
synth_cell_type_count,10,
synthMuxAreaShare,0.288,
postCtsSetupRepairBufs,0,
crit_type,reg2out,
clk_path_buf_depth,2,
fmax,663,MHz
core,3360,um2
syn-cell-area,1770,um2
dpl.hpwl,1.85,mm
area_leaders,"edfxtp_1, dfxtp_1, mux4_1",
pwr_density_cell,830,nW/um2
critPathBufInv,1,
ys_seq_share,0.656,
worstHoldPathType,reg2reg,
adder_share,0,
rr_startpoint,D[2]$_DFFE_PN_,
vias,929,
ys_warn_count,2,
grt_pass1_wl,4.57,mm
worst_slew_pin_slew,352,ps
crit_path_end,Result[0],
fp-utilization,0.526,
dr.first_iter.drc_count,42,
cp-end-kind,output port,
grt.total_usage,0.189,
worst-path-stages,1,
tool_warnings,26,
drv_slew,0,
start_kind,register,
clock_skew,6.95,ps
rsz0062_at_grt,no,
clock_sinks,46,
ys_area,1770,um2
finalCriticalPeriod,1510,ps
yosysMostFrequentCell,edfxtp_1,
-- cells in the final DEF (no fill, tap or decap), drive strengths merged --
cell	count
mux2	8
nor2b	8
clkbuf	8
dfxtp	22
buf	3
edfxtp	24
and2	3
nor3	3
inv	1
nor2	2
mux4	16
clkdlybuf4s50	26
-- report_power, final --
group | internal (uW) | leakage (uW) | switching [uW]
combinational | 135 | 0.000391 | 41.1
sequential | 1120 | 0.000412 | 47.2
clock | 183 | 0.0000326 | 275
-- through the flow --
stage / setup slack (ps) / total power (uW) / instance area [um2]
after global placement: 575 / 1360 / 2110
final: 392 / 1800 / 2170
after detailed placement: 580 / 1370 / 2110
after global routing: 291 / 1890 / 2170
after floorplan: 372 / 1250 / 1770
after CTS: 369 / 1820 / 2170
-- logic make-up after synthesis --
| kind of cell | count (synthesis) |
|---|---|
| simple gates | 16 |
| flops | 46 |
| buf+inv | 2 |
| mux | 24 |
-- final cells by class --
class,instances,area (um2)
timing repair buffer,29,283
clock buffer,8,58.8
fill,261,1200
tap,46,57.6
sequential,46,1160
multi-input combinational,40,602
inverter,1,3.75
-- worst min path at each step --
stage / start / endpoint / cells after the start
finish: fsm_U0.valid_ctl$_SDFF_PN0_ / valid$_DFF_P_ / 0
global route: fsm_U0.valid_ctl$_SDFF_PN0_ / valid$_DFF_P_ / 0
CTS: fsm_U0.valid_ctl$_SDFF_PN0_ / valid$_DFF_P_ / 0
-- state kept, by name, summed over array words and instances (netlist names) --
register	flops
D	8
M	8
P	8
Result	8
S	8
fsm_U0.state	4
fsm_U0.valid_ctl	1
valid	1
-- metal layers --
| layer | up-vias | part of all wire | track usage |
|---|---|---|---|
| met1 | 440 | 0.43 | 0.284 |
| met2 | 46 | 0.46 | 0.273 |
| met4 | 0 | 0.027 | 0.0476 |
| met3 | 8 | 0.086 | 0.0915 |
| met5 | - | 0 | 0 |
| li1 | 435 | - | - |
Power figures rest on the tool's default switching activity, not on a simulated workload.
